`run.sh`:
```
#!/bin/bash
# OpenROAD 26Q1-2900-gdf79404cd8, Yosys 0.63+post, stock flow scripts
make -C /OpenROAD-flow-scripts/flow DESIGN_CONFIG=/design/flow/config.mk WORK_HOME=/design/flow/orfs finish
```
`constraint.sdc`:
```
current_design div

set clk_period 1.8
set clk_io_pct 0.2

create_clock -name clk0 -period $clk_period [get_ports {i_clk}]

set non_clock_inputs [all_inputs -no_clocks]
set_input_delay [expr $clk_period * $clk_io_pct] -clock clk0 $non_clock_inputs
set_output_delay [expr $clk_period * $clk_io_pct] -clock clk0 [all_outputs]
```
`config.mk`:
```
export PLATFORM = sky130hd
export DESIGN_NAME = div
export DESIGN_NICKNAME = div
export VERILOG_FILES = /design/flow/design.v
export SDC_FILE = /design/flow/constraint.sdc
export NUM_CORES = 4
export LEC_CHECK = 1
export CORE_AREA = 10 10 70 70
export DIE_AREA = 0 0 80 80
```
`design.v`:
```
module div #(
  parameter RATIO = 8           
)(
    input   i_rst_n,            
    input   i_clk,              
    output reg o_clk            
);
    reg [7:0] cnt;              
    always @(posedge i_clk or negedge i_rst_n)
    begin
        if( !i_rst_n ) begin
            cnt <= 0;            
        end else begin
            if( cnt + 1 < RATIO ) begin
                cnt <= cnt + 1'b1;   
            end else begin
                cnt <= 0;            
                o_clk <= !o_clk;     
            end
        end
    end
endmodule
```
==> flow_summary.json <==
{
  "status": "completed",
  "clockRootBuffer": "clkbuf_4",
  "worstSetupStartpointType": "flip-flop",
  "die-area_um2": 6400,
  "clkTransAtPathRegs_ps": 60,
  "drive_gt1_share_pct": 15.6,
  "crit_type": "flip-flop to flip-flop",
  "finalCritPeriodShare_pct": 79.7,
  "cp_slowest_stage_delay_ps": 410,
  "postRouteAntennaNets": 0,
  "min_period_ps": 1440,
  "die_w_um": 80,
  "grt_pass1_vias": 213,
  "cts_sinks": 9,
  "clk_path_buf_depth": 2,
  "drc": 0,
  "synthCells": 21,
  "cts_tree": "done",
  "synthToLayoutAreaGrowth_pct": 39.9,
  "avgRoutedWirePerCell_um": 6.23,
  "place.gp.congestion": 0.688,
  "holdWs_ps": 407,
  "ys_seq_share_pct": 72.7,
  "cts_resized": 0,
  "cts_buffers": 3,
  "diodes": 0,
  "dpl.hpwl_um": 342,
  "first_iter_violations": 4,
  "ir_drop_mv": 0.364,
  "maxCapViolations": 0,
  "synth-warning-count": 1,
  "setup_tns_ps": 0,
  "drt-total-wl_um": 486,
  "critical_path.top_delay_family": "AND-OR/OR-AND gates",
  "num_io_pins": 3,
  "dr.pass1.iters": 2,
  "p_per_area_nw_per_um2": 874,
  "ys_types": 13,
  "hold_buffers": 0,
  "fmax_mhz": 697,
  "grt_max_degree": 9,
  "cp.required_ps": 1780,
  "synth_stat.cells": 21,
  "fin_skew_ps": 8.75,
  "ys_ff": 9,
  "fp-utilization_pct": 9.27,
  "cp_data_arrival_time_ps": 1420,
  "postCtsSetupBuffers": 0,
  "die-height_um": 80,
  "crit_path_end_kind": "flip-flop",
  "vias": 188,
  "dpl_cell_area_um2": 417,
  "setup_violations": 0,
  "mappedNetlistArea_um2": 317,
  "finalHoldViolations": 0,
  "warnings": 25,
  "clock_latency_ps": 260,
  "viasPerCell": 2.41,
  "numPortBuffers": 2,
  "final_area_um2": 443,
  "row_count": 21,
  "hp-class": "input pin to async pin",
  "crit_chain": "ha_1 -> nor2b_1 -> a41oi_1 -> o21a_1",
  "grt_antenna_before_repair": 0,
  "cp_num_buf_inv": 0,
  "global_route.usage.total_pct": 1.89,
  "p_leak_nw": 0.183,
  "cts_max_level": 1,
  "grt_setup_unrepaired": "no",
  "slew_violations": 0,
  "core-area_um2": 3420,
  "synth_chip_area_um2": 317,
  "syn_avg_cell_area_um2": 15.1,
  "grt_pass1_wl_um": 924,
  "critical_path.slowest_cell": "dfrtp_1",
  "overflow": 0,
  "critPathMaxFanout": 4
}
-- kinds of logic after synthesis --
logic type	Yosys count	share of synthesized area [%]
buffers and inverters	1	1.18
AOI/OAI and AO/OA	3	7.12
other	1	1.18
adders and majority gates	1	3.95
and+or+nand+nor	5	11.1
DFF	9	72.7
xor gates and xnor gates	1	2.77
-- layout make-up --
class                      count  area [µm²]
inverter                       1        3.75
timing repair buffer           3        27.5
tap                           46        57.6
clock buffer                   4        26.3
fill                         385        2970
multi-input combinational     15        97.6
sequential                     9         230
-- per-layer routing --
| metal | track usage, % | vias up | wire length (µm) |
|---|---|---|---|
| met2 | 2.33 | 7 | 162 |
| met1 | 2.31 | 89 | 246 |
| li1 | - | 92 | - |
| met3 | 2.05 | 0 | 77 |
| met4 | 0 | 0 | 0 |
| met5 | 0 | - | 0 |
-- through the flow --
step	instances	util, %	setup WS, ps	total power [mW]
2_1_floorplan	25	-	488	0.226
3_3_place_gp	74	12.2	463	0.236
3_5_place_dp	74	12.2	411	0.238
4_1_cts	78	13.0	365	0.391
5_1_grt	78	13.0	285	0.412
6_report	78	13.0	365	0.387
-- registers in the layout (all words and copies together), names as in the netlist --
| name | cells |
|---|---|
| cnt | 8 |
| o_clk | 1 |
-- cells in the final DEF, fill, tap and decap left out --
| cell | instances |
|---|---|
| nor3b_1 | 1 |
| nor2b_1 | 1 |
| a41oi_1 | 1 |
| clkbuf_4 | 3 |
| conb_1 | 5 |
| xnor2_1 | 1 |
| clkdlybuf4s50_1 | 2 |
| inv_1 | 1 |
| nor3_1 | 2 |
| dfrtp_1 | 8 |
| or4_4 | 1 |
| a31oi_1 | 1 |
| o21a_1 | 1 |
| clkbuf_1 | 1 |
| ha_1 | 1 |
| buf_4 | 1 |
| edfxtp_1 | 1 |
-- path summary, 6_finish.rpt --
check / slack (ps) / startpoint / cells past startpoint / endpoint
setup reg to reg: 360 / cnt[0] / 4 / o_clk
max in group asynchronous: 1260 / i_rst_n / 2 / cnt[7]
setup / recovery: 360 / cnt[0] / 4 / o_clk
hold reg to reg: 480 / cnt[3] / 1 / cnt[0]
hold / removal: 410 / i_rst_n / 2 / cnt[2]
min in group clk0: 480 / cnt[3] / 1 / cnt[0]
-- power breakdown --
group | switching [mW] | total (mW) | internal (mW) | leakage (nW)
Sequential | 0.00343 | 0.217 | 0.213 | 0.110
Combinational | 0.00822 | 0.0169 | 0.00871 | 0.0584
Clock | 0.0683 | 0.154 | 0.0853 | 0.0150
-- synth_stat cells --
cell type | number | area, µm²
dfrtp_1 | 8 | 200
a31oi_1 | 1 | 6.26
xnor2_1 | 1 | 8.76
nor3_1 | 2 | 10.0
conb_1 | 1 | 3.75
or4_4 | 1 | 11.3
inv_1 | 1 | 3.75
edfxtp_1 | 1 | 30.0
nor3b_1 | 1 | 7.51
o21a_1 | 1 | 7.51
nor2b_1 | 1 | 6.26
a41oi_1 | 1 | 8.76
ha_1 | 1 | 12.5
Power and IR drop assume default switching activity.
