==> flow/design.v <==
module lfsr(
    input   i_rst_n,            
    input   i_clk,              
    output reg o_data           
);
    reg [31:0] cnt;             
    always @(posedge i_clk or negedge i_rst_n)
    begin
        if( !i_rst_n ) begin
            cnt <= 0;            
            o_data <= 0;         
        end else begin
            cnt <= {cnt[30:0], cnt[0] ^ cnt[22] ^ cnt[30] ^ cnt[31]};
            o_data <= cnt[0];    
        end
    end
endmodule
==> flow/run.sh <==
#!/bin/bash
# OpenROAD 26Q1-2900-gdf79404cd8, Yosys 0.63+post, stock flow scripts
make -C /OpenROAD-flow-scripts/flow DESIGN_CONFIG=/design/flow/config.mk WORK_HOME=/design/flow/orfs finish
==> flow/config.mk <==
export PLATFORM = sky130hd
export DESIGN_NAME = lfsr
export DESIGN_NICKNAME = lfsr
export VERILOG_FILES = /design/flow/design.v
export SDC_FILE = /design/flow/constraint.sdc
export NUM_CORES = 4
export LEC_CHECK = 1
export CORE_AREA = 10 10 81 81
export DIE_AREA = 0 0 91 91
==> flow/constraint.sdc <==
current_design lfsr

set clk_period 1.6
set clk_io_pct 0.2

create_clock -name clk0 -period $clk_period [get_ports {i_clk}]

set non_clock_inputs [all_inputs -no_clocks]
set_input_delay [expr $clk_period * $clk_io_pct] -clock clk0 $non_clock_inputs
set_output_delay [expr $clk_period * $clk_io_pct] -clock clk0 [all_outputs]
==> flow_summary.json <==
{
  "power_w": 0.00143,
  "clk_latency_ns": 0.27,
  "clk_path_buf_depth": 2,
  "drc": 0,
  "fp.coreArea_sq_um": 4820,
  "largest_area_cell": "dfrtp_1",
  "lay_top_count": "dfrtp_1",
  "skew_ns": 0.00396,
  "finalSetupTns_ns": 0,
  "clk_pin_slew_ns": 0.06,
  "rsz0062_at_grt": "no",
  "num_rows": 25,
  "crit-reg2reg-launch": "cnt[22]",
  "reg2reg_setup_slack_ns": 0.78,
  "wl_um": 907,
  "min_path_cells": 0,
  "synth_cells": 35,
  "yosysChipArea_sq_um": 827,
  "status": "finished clean",
  "peakVddDrop_mv": 0.554,
  "crit_type": "flop to primary output",
  "cts.htree.levels": 2,
  "fin_crit_ns": 1.41,
  "wl_per_cell_um": 8.03,
  "synth_cell_types": 3,
  "critPathArrivalTime_ns": 1.09,
  "ys.flops": 32,
  "ant_nets": 0,
  "required_ns": 1.28,
  "grt_pass1_wl_um": 1600,
  "cap_violations": 0,
  "drtIter0Drc": 17,
  "diodes": 0,
  "most-common-layout-cells": "dfrtp_1, clkbuf_8, xnor2_1, clkbuf_1, clkdlybuf4s50_1",
  "finalSetupViolCount": 0,
  "syn2layout_area_growth_pct": 24.4,
  "ys_seq_share_pct": 96.8,
  "final-instance-count-excl-fill": 113,
  "top_register": "cnt",
  "min_from": "cnt[19]",
  "grt_use_total_pct": 2.45,
  "syn-cell-area_sq_um": 827,
  "clkSinkCount": 32,
  "warnings": 25,
  "worst_setup_path_start_kind": "flop",
  "chipHeight_um": 91,
  "hp-class": "flop to flop",
  "fin_util_pct": 21.4,
  "post_cts_buffers": 0,
  "cts_tree": "done",
  "top_regs": "cnt: 32 flops",
  "root_buffer": "clkbuf_8",
  "slowest_stage": "clkdlybuf4s50_1",
  "ctsHoldBuffers": 0,
  "max_freq_ghz": 0.711,
  "ff2ff_path_depth": 2,
  "final_area_sq_um": 1030,
  "syn_area_per_cell_sq_um": 23.6,
  "slew_violations": 0,
  "synth-warning-count": 1,
  "worstPathCellList": "clkdlybuf4s50_1",
  "r2r-end": "cnt[0]",
  "ys_cells": 35,
  "synth.area.top_cells": "dfrtp_1, xnor2_1, xor2_1",
  "grt_antenna_before_repair": 0,
  "dieArea_sq_um": 8280,
  "grt.overflow.total": 0,
  "chipWidth_um": 91,
  "leakage_nw": 0.518,
  "finalCritPeriodShare_pct": 87.9,
  "tightest_slew_ns": 0.378,
  "cts_buffers": 5,
  "hold_viol": 0,
  "place.gp.congestion": 0.753,
  "drt_pass1_iterations": 2,
  "place_area_sq_um": 938,
  "grt_pass1_vias": 312,
  "crit_fanout": 2,
  "dp_hpwl_um": 445,
  "via_per_inst": 2.43,
  "crit_buf_inv": 1,
  "top_area_share_pct": 96.8,
  "num_vias": 275,
  "drive_above_1_share_pct": 15.2,
  "critPathTopFamily": "buffers and inverters",
  "fp_util_pct": 17.2,
  "grt_max_degree": 33,
  "dp_cells": 105,
  "slew_headroom_pct": 74.8,
  "max_stage_delay_ns": 0.47,
  "port_buffers": 2,
  "post_cts_resized": 0,
  "powerDensity_nw_per_um2": 1390,
  "ios": 3,
  "hold_end": "cnt[20]",
  "cp-end-kind": "primary output",
  "largest_reg_flops": 32
}
[where the power goes]
| group | internal (W) | switching (W) | leakage (nW) |
|---|---|---|---|
| Combinational | 0.00000374 | 0.0000143 | 0.0247 |
| Clock | 0.000350 | 0.000256 | 0.0455 |
| Sequential | 0.000809 | 0 | 0.447 |
[cell usage after synthesis]
cell type,n
dfrtp_1,32
xnor2_1,2
xor2_1,1
[logic make-up (layout without fill, tap and decap cells)]
kind of cell  Yosys count  in the layout  share of synthesized area, %
xor+xnor                3              3                          3.18
flops                  32             32                          96.8
buf+inv                 0             11                             0
[area by class of cell]
| cell class | count | area, sq um |
|---|---|---|
| well taps | 67 | 83.8 |
| flip-flops and latches | 32 | 801 |
| fillers | 516 | 3790 |
| multi-input cells | 3 | 26.3 |
| clock buffers | 8 | 90.1 |
| repair buffers | 3 | 27.5 |
[through the flow]
step | setup WS (ns) | hold WS (ns)
3_3_place_gp | 0.483 | 0.337
4_1_cts | 0.172 | 0.349
3_5_place_dp | 0.500 | 0.335
6_report | 0.194 | 0.347
5_1_grt | 0.121 | 0.354
2_1_floorplan | 0.837 | 0.0244
[layer usage]
| layer | vias up | routed length, um | track usage [%] |
|---|---|---|---|
| li1 | 125 | - | - |
| met1 | 137 | 531 | 3.75 |
| met2 | 8 | 242 | 2.21 |
| met3 | 5 | 102 | 2.24 |
| met4 | 0 | 30 | 0.653 |
| met5 | - | 0 | 0 |
[worst max path at each step]
stage	start	end	slack, ns	depth (start not counted)
CTS	cnt[1]	o_data	0.17	1
global route	cnt[1]	o_data	0.12	1
finish	cnt[1]	o_data	0.19	1
Power and IR drop assume default switching activity.
