===== /design/flow/design.v =====
module vga (
    input i_rst,                
    input i_clk,                
    output wire o_dclk,         
    output wire o_hsync,        
    output wire o_vsync,        
    output wire o_de,           
    output wire [8:0] o_x,      
    output wire [8:0] o_y       
);
    parameter HLOW = 4;         
    parameter HBP  = 40;        
    parameter HACT = 480;       
    parameter HFP  = 8;         
    parameter VLOW = 4;         
    parameter VBP  = 12;        
    parameter VACT = 272;       
    parameter VFP  = 8;         
    parameter HA = HLOW;        
    parameter HB = HLOW + HBP;  
    parameter HC = HLOW + HBP + HACT;  
    parameter HD = HLOW + HBP + HACT + HFP;  
    parameter VA = VLOW;        
    parameter VB = VLOW + VBP;  
    parameter VC = VLOW + VBP + VACT;  
    parameter VD = VLOW + VBP + VACT + VFP;  
    reg [9:0] hcnt;             
    reg [9:0] vcnt;             
    always @(posedge i_clk or posedge i_rst) begin
        if( i_rst ) begin
            hcnt <= 0;           
            vcnt <= 0;           
        end else begin
            if( hcnt < HD-1 ) begin
                hcnt <= hcnt + 1'b1;  
            end else begin
                hcnt <= 0;        
                if( vcnt < VD-1 ) begin
                    vcnt <= vcnt + 1'b1;  
                end else begin
                    vcnt <= 0;    
                end
            end
        end
    end
    assign o_dclk   = !i_clk;
    assign o_hsync  = ( hcnt < HA )? 1'b0 : 1'b1;
    assign o_vsync  = ( vcnt < VA )? 1'b0 : 1'b1;
    assign o_de     = ( (HB <= hcnt && hcnt < HC) &&
                        (VB <= vcnt && vcnt < VC) )? 1'b1 : 1'b0;
    assign o_x      = ( o_de == 1'b1 )? hcnt[8:0] - HB[8:0] : 1'b0;
    assign o_y      = ( o_de == 1'b1 )? vcnt[8:0] - VB[8:0] : 1'b0;
endmodule

===== /design/flow/run.sh =====
#!/bin/bash
# OpenROAD 26Q1-2900-gdf79404cd8, Yosys 0.63+post, stock flow scripts
make -C /OpenROAD-flow-scripts/flow DESIGN_CONFIG=/design/flow/config.mk WORK_HOME=/design/flow/orfs finish

===== /design/flow/config.mk =====
export PLATFORM = sky130hd
export DESIGN_NAME = vga
export DESIGN_NICKNAME = vga
export VERILOG_FILES = /design/flow/design.v
export SDC_FILE = /design/flow/constraint.sdc
export NUM_CORES = 4
export LEC_CHECK = 1
export CORE_AREA = 10 10 95 95
export DIE_AREA = 0 0 105 105

===== /design/flow/constraint.sdc =====
current_design vga

set clk_period 2.9
set clk_io_pct 0.2

create_clock -name clk0 -period $clk_period [get_ports {i_clk}]

set non_clock_inputs [all_inputs -no_clocks]
set_input_delay [expr $clk_period * $clk_io_pct] -clock clk0 $non_clock_inputs
set_output_delay [expr $clk_period * $clk_io_pct] -clock clk0 [all_outputs]

==> out/highlights.md <==
### Run status
• **outcome** finished, violations left
• **violated checks** setup timing

### Yosys
• **AND-OR/OR-AND share of the synthesized area** 0.139
• **EDFF count, synth** 0
• **Synth cell types** 37
• **Seq share, synth** 0.345
• **Seq cells post-synth** 20
• **Top FF cell, synth** dfrtp_1
• **tally of yosys warning messages** 1
• **fraction of synthesis flops using an asynchronous set or reset pin** 1.00
• **adder and majority gate portion of the synthesized area** 0.112
• **synthesized area divided by synthesized cell count** 8.29 um^2
• **MUX area fraction** 0.00690
• **post-synthesis cell count from yosys** 175
• **number of standard cells after synthesis** 175
• **share of synthesized cell area in and, or, nand and nor gates** 0.234
• **prevailing logic family in the synthesized netlist** simple AND/OR/NAND/NOR gates
• **Yosys Chip Area** 1450 um^2
• **share of the synthesized netlist area taken by xor and xnor gates** 0.0846
• **summed instance area of the synthesized netlist** 1450 um^2

### Layout
• **most common logic cell in the routed design** dfrtp_1
• **post-route cell area** 2090 um^2
• **fraction of layout instances using a drive strength above 1** 0.332
• **layout overhead on the synthesized area** 44.4%
• **most frequent cells in the layout** 20 x dfrtp_1, 18 x buf_4, 15 x nand2_1, 15 x nor2_1, 14 x buf_6

### Flow run
• **total number of warnings across the stage logs** 39
• **Maximum Capacitance Violations** 0

### Setup path
• **critical path's top delay family** simple AND/OR/NAND/NOR gates
• **reg-to-reg critical path endpoint** vcnt[6]
• **CP max-delay cell** or4_4
• **Critical Path End Type** output port
• **number of cells on the critical path** 9
• **launch instance of the worst register-to-register path** hcnt[2]
• **cell-by-cell trace of the critical path** or4_4 -> o31ai_2 -> o31ai_1 -> or3_4 -> buf_6 -> buf_12 -> buf_6 -> nor2_4 -> buf_2
• **combined buffer and inverter count along the critical path** 4
• **CP max stage delay** 0.55 ns
• **Worst Setup Start Kind** flip-flop
• **most used cell along the critical path** buf_6
• **data required time at the worst endpoint** 2.32 ns
• **endpoint of the worst setup timing path** o_y[8]
• **Data arrival, critical path** 2.45 ns
• **biggest fanout along the worst timing path** 4
• **critical path launch point** hcnt[8]
• **R2R depth** 7
• **worst reg2reg setup slack** 0.58 ns
• **critical path class** reg -> out

### Clock tree
• **clock buffer depth** 2
• **CTS tree** yes
• **number of H-tree branching levels** 1
• **cell at the root of the clock tree** clkbuf_8
• **Inserted Clock Buffers** 3
• **clock insertion delay at the later pin of the skew report** 0.26 ns
• **clock-pin slew of the registers on the worst-case setup and hold paths** 0.08 ns

### Worst hold path
• **Hold Path Origin** hcnt[0]
• **Hold Path Class** reg -> reg

### Die
• **I/O pin cnt** 24
• **overall chip area** 11000 um^2
• **core utilization before placement** 0.210
• **Die Span Y** 105 um
• **total number of placement rows** 30
• **die span in x** 105 um
• **area inside the core boundary** 6910 um^2

### Final timing
• **final worst setup slack** -0.128 ns
• **setup repair after global routing missed its margin** yes
• **normalized max-slew margin** 0.429
• **slew of the pin with the lowest slew margin** 0.847 ns
• **Setup TNS Final** -0.718 ns
• **post-route clock period utilization** 1.04
• **final hold violation count** 0
• **Setup-failing EPs final** 15
• **Final min period** 3.03 ns
• **Final Slew Violations** 0
• **maximum frequency from static timing analysis** 330 MHz
• **worst setup skew after layout** 0.00363 ns

### Drt
• **number of nets still failing antenna checks after routing** 0
• **Final Routed Wirelength** 3.71 mm
• **number of vias in the routed layout** 1326
• **count of TritonRoute iterations in the first routing pass** 4
• **initial DRC count** 77
• **post-DR wirelength/cell** 11.6 um
• **vias per cell** 4.16
• **DR DRC count** 0
• **Ant. Diodes** 0

### Global routing
• **wire length of the first global-routing pass** 6.37 mm
• **Most Crowded Layer GR** met1
• **met1 track demand over resource** 0.104
• **number of global-route vias before repair** 1283
• **total congestion overflow after global routing** 0
• **GR Util met3** 0.0168
• **pin count of the biggest net entering global routing** 21
• **met2 usage in global routing** 0.0948
• **antenna violations before repair** 0
• **overall fraction of global-route tracks in use** 0.0680

### Power and ir drop
• **worst vdd ir** 0.000223 V
• **Power Dens Cells** 241 nW/um^2
• **standby leakage power** 0.948 nW

### Place
• **global placer's final weighted congestion** 0.853
• **instance area after placement** 1870 um^2
• **Port Buf Inserts** 23
• **HPWL after detailed placement** 2.81 mm

[metal layers]
metal	share of wire	vias to the layer above
met5	0	-
met2	0.41	31
met4	0.017	0
met3	0.050	4
li1	-	683
met1	0.52	608
[cell type report]
class,instances,area (um^2)
multi-input combinational,132,937
timing repair buffer,53,430
inverter,12,47.5
sequential,20,500
tap,96,120
fill,743,4810
clock buffer,4,51.3
clock inverter,2,7.51
[timing repair]
item,4_1_cts,5_1_grt
hold buffers,0,0
buffers inserted,11,3
pin swaps,12,10
endpoints found under the setup margin,20,19
resized,77,25
[synthesized netlist by cell type, types with 3 or more instances]
cell type,count,area (um^2)
a21oi_1,8,40.0
and2_1,5,31.3
buf_6,3,33.8
clkbuf_1,4,15.0
dfrtp_1,20,500
ha_1,13,163
inv_1,12,45.0
nand2_1,15,56.3
nand3_1,4,20.0
nand4_1,4,25.0
nor2_1,29,109
nor3_1,4,20.0
o21ai_0,12,60.1
xnor2_1,6,52.6
xor2_1,8,70.1
[worst min path at each step]
stage	slack, ns	endpoint	cells past startpoint
4_1_cts	0.49	hcnt[0]	1
6_report	0.49	hcnt[0]	1
5_1_grt	0.53	hcnt[0]	1
[power breakdown]
part	switching, W	leakage [nW]	internal (W)
Sequential	0	0.270	0.000279
Clock	0.000100	0.0361	0.000119
Combinational	0.00000585	0.642	0.00000124
[per-stage QoR]
| step | setup slack (ns) | utilization | hold WS (ns) | total power (W) | std cells |
|---|---|---|---|---|---|
| 4_1_cts | -0.173 | 0.293 | 0.487 | 0.000521 | 317 |
| 2_1_floorplan | 0.388 | - | 0.455 | 0.000290 | 175 |
| 3_5_place_dp | -0.0914 | 0.271 | 0.476 | 0.000319 | 302 |
| 5_1_grt | -0.219 | 0.303 | 0.529 | 0.000536 | 319 |
| 3_3_place_gp | -0.0709 | 0.271 | 0.475 | 0.000319 | 302 |
| 6_report | -0.128 | 0.303 | 0.493 | 0.000505 | 319 |
[kinds of logic after synthesis]
group                      count (synthesis)
AOI/OAI and AO/OA                         33
xor gates and xnor gates                  14
adders and majority gates                 13
buffers and inverters                     23
DFF                                       20
muxes                                      1
and+or+nand+nor                           71
[registers in the layout, indices dropped and copies added (netlist names)]
| register | flops |
|---|---|
| vcnt | 10 |
| hcnt | 10 |
Power is estimated from default activity; no workload was simulated.
